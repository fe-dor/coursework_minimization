==> flow/design.v <==
`timescale 1ns / 1ps
module REVERSE_ASCII_CODER(code, ascii_code);
input [3:0] code;
output reg [7:0] ascii_code;
always @(*) begin
    case (code)
    4'b0000: ascii_code <= 8'h30;  
    4'b0001: ascii_code <= 8'h31;  
    4'b0011: ascii_code <= 8'h33;  
    4'b0100: ascii_code <= 8'h34;  
    4'b0101: ascii_code <= 8'h35;  
    4'b1110: ascii_code <= 8'h3b;  
    4'b1101: ascii_code <= 8'h0a;  
    4'b1100: ascii_code <= 8'h0d;  
    4'b1111: ascii_code <= 8'h46;
    default: ascii_code <= 8'h0d; 
    endcase 
end    
endmodule
==> flow/run.sh <==
#!/bin/bash
# OpenROAD 26Q1-2900-gdf79404cd8, Yosys 0.63+post, stock flow scripts
make -C /OpenROAD-flow-scripts/flow DESIGN_CONFIG=/design/flow/config.mk WORK_HOME=/design/flow/orfs finish
==> flow/config.mk <==
export PLATFORM = sky130hd
export DESIGN_NAME = REVERSE_ASCII_CODER
export DESIGN_NICKNAME = REVERSE_ASCII_CODER
export VERILOG_FILES = /design/flow/design.v
export SDC_FILE = /design/flow/constraint.sdc
export NUM_CORES = 4
export LEC_CHECK = 1
export CORE_AREA = 10 10 70 70
export DIE_AREA = 0 0 80 80
==> flow/constraint.sdc <==
current_design REVERSE_ASCII_CODER

set clk_period 1.2
set clk_io_pct 0.2

create_clock -name clk0 -period $clk_period

set non_clock_inputs [all_inputs -no_clocks]
set_input_delay [expr $clk_period * $clk_io_pct] -clock clk0 $non_clock_inputs
set_output_delay [expr $clk_period * $clk_io_pct] -clock clk0 [all_outputs]
==> results_dict.tcl <==
# yosys + openroad results
set metrics [dict create \
    drt_iter0_drc 0 \
    p_leak_nw 0.173 \
    dp_hpwl_um 532 \
    hold_slack_ns 0.768 \
    drt_first_pass_iters 1 \
    grt_max_degree 6 \
    maxCapViolCount 0 \
    start_kind "input pin" \
    drive_gt1_frac 0.643 \
    io_pins 12 \
    dp.cells 85 \
    wl_per_cell_um 7.02 \
    place_congestion 0.738 \
    seq_power_share 0 \
    core_area_um2 3420 \
    finalSetupViolCount 1 \
    n_fill_cell 394 \
    antenna_found_initial 0 \
    avgSynthCellArea_um2 6.93 \
    timing.final.ws_setup_ns -0.00746 \
    min_period_over_period 1.01 \
    violations "negative setup slack" \
    final_core_util 0.118 \
    n_antenna_cell 0 \
    power_mw 0.106 \
    syn_to_final_growth_pct 108 \
    status "complete, but fails checks" \
    synth.mux.area_fraction 0 \
    rsz0062_at_grt "yes" \
    vias 215 \
    netlist_instances 28 \
    ys_cells 28 \
    ys_warn_count 1 \
    arrival_ns 0.97 \
    ir_worst_vdd_mv 0.0291 \
    yosys_area_um2 194 \
    common_cells "ha_1, nor2_1" \
    p_per_area_nw_per_um2 264 \
    portBuffers 11 \
    drc 0 \
    synthAdderAreaFrac 0.323 \
    area_leaders "ha_1, buf_4, nor2_1" \
    p_clk_frac 0 \
    dp_slack_ns -0.959 \
    openroad.warnings 38 \
    xor_share 0 \
    power_frac_comb 1.000 \
    end_kind "output port" \
    clock_buffers 0 \
    viasPerCell 2.44 \
    ys_sh_simple 0.232 \
    grt_pass1_vias 220 \
    wl_um 618 \
    compound_area_frac 0.226 \
    yosysUniqueCellTypes 16 \
    path_class "input pin to output port" \
    synth_top_cell_by_count "ha_1" \
    stdcell_count 88 \
    period_needed_ns 1.21 \
    slew_violations 0 \
    p_int_mw 0.0611 \
    hp-class "input pin to output port" \
    hold_viol 0 \
    flops 0 \
    synth.comb.largest_family "adder cells" \
    die_w_um 80 \
    postSynthSeqShare 0 \
    top_cell_area_share 0.323 \
    critPathRequiredTime_ns 0.96 \
    initial_core_util 0.0568 \
    power_switching_mw 0.0453 \
    switching_share 0.426 \
    die-area_um2 6400 \
    yosysTopAreaCell "ha_1" \
    max_freq_ghz 0.828 \
    grtUsageTotal 0.0187 \
    ctsHoldBuffers 0 \
    seqCellArea_um2 0 \
    grt_pass1_wl_um 1040 \
    ant_nets 0 \
    die.size.y_um 80 \
    netlist_area_um2 194 \
    num_rows 21 \
    worstPathMaxFanout 3 \
    gr-total-overflow 0 \
]
[kinds of logic (layout without fill, tap and decap cells)]
group	after synthesis	in the layout
fa+ha+maj	5	5
simple gates	9	9
compound gates	7	7
buf+inv	6	20
other cells	1	1
[final cells by class]
type                       instances  area, um^2  share of cell area
inverter                           2        7.51              0.0186
tap                               46        57.6               0.143
timing repair buffer              18         144               0.357
multi-input combinational         22         194               0.481
[timing repair]
item                       in CTS  in global routing
gates cloned                    0                  0
buffers inserted                3                  0
resized                        51                  3
pin swaps                       7                  2
setup endpoints to repair       7                  6
[metal layers]
| metal | vias up | share of wire | GRT usage |
|---|---|---|---|
| met5 | - | 0 | 0 |
| met4 | 0 | 0 | 0 |
| met3 | 0 | 0.097 | 0.00455 |
| met2 | 7 | 0.46 | 0.0329 |
| met1 | 92 | 0.44 | 0.0237 |
| li1 | 116 | - | - |
[placed cells by master, fill, tap and decap left out]
cell / n
ha_1: 2
a21oi_1: 1
buf_4: 3
o21ai_1: 1
and3_4: 1
clkdlybuf4s15_1: 1
a31oi_1: 2
ha_2: 1
nor2b_1: 1
buf_8: 1
nand2_1: 2
conb_1: 1
inv_2: 2
nor2_1: 3
nor3_2: 1
a21oi_2: 2
nor2_2: 1
buf_6: 5
a21o_1: 1
buf_2: 8
ha_4: 2
[final timing paths]
path | start | end | depth (start not counted)
max | code[0] | ascii_code[3] | 6
min | code[2] | ascii_code[5] | 3
[critical path, cell delays in order]
cell and delay (ns):
buf_6 0.10, buf_6 0.11, ha_4 0.15, a21o_1 0.15, a21oi_2 0.11, buf_2 0.11
[power by group through the flow]
stage	Clock [mW]	Sequential, mW	Combinational (mW)
5_1_grt	0	0	0.120
4_1_cts	0	0	0.107
6_report	0	0	0.106
[per-stage QoR]
step	setup TNS (ns)	instance area, um^2
floorplan	0	194
global placement	-5.92	360
detailed placement	-6.16	360
CTS	-0.0890	397
global route	-0.302	403
finish	-0.00746	403
