<file path="flow/run.sh">
#!/bin/bash
# OpenROAD 26Q1-2900-gdf79404cd8, Yosys 0.63+post, stock flow scripts
make -C /OpenROAD-flow-scripts/flow DESIGN_CONFIG=/design/flow/config.mk WORK_HOME=/design/flow/orfs finish
</file>
<file path="flow/config.mk">
export PLATFORM = sky130hd
export DESIGN_NAME = ASCII_DECODER
export DESIGN_NICKNAME = ASCII_DECODER
export VERILOG_FILES = /design/flow/design.v
export SDC_FILE = /design/flow/constraint.sdc
export NUM_CORES = 4
export LEC_CHECK = 1
export CORE_AREA = 10 10 70 70
export DIE_AREA = 0 0 80 80
</file>
<file path="flow/constraint.sdc">
current_design ASCII_DECODER

set clk_period 1.9
set clk_io_pct 0.2

create_clock -name clk0 -period $clk_period

set non_clock_inputs [all_inputs -no_clocks]
set_input_delay [expr $clk_period * $clk_io_pct] -clock clk0 $non_clock_inputs
set_output_delay [expr $clk_period * $clk_io_pct] -clock clk0 [all_outputs]
</file>
<file path="flow/design.v">
`timescale 1ns / 1ps
module ASCII_DECODER(ascii_code, code);
input [7:0] ascii_code;
output reg [3:0] code;
always @(*) begin
    case (ascii_code)
        8'h30: code <= 4'b0000; 
        8'h31: code <= 4'b0001; 
        8'h33: code <= 4'b0011; 
        8'h34: code <= 4'b0100; 
        8'h35: code <= 4'b0101; 
        8'h3b: code <= 4'b1110; 
        8'h0a: code <= 4'b1101; 
        8'h0d: code <= 4'b1100; 
        default: code <= 4'b1000;
    endcase
end
endmodule
</file>
==> impl_metrics.env <==
# yosys + openroad results
export IMPL_outcome="completed"
export IMPL_critical_path_startpoint_type="input port"
export IMPL_postLayoutSetupSlackWorst_ns=0.0854
export IMPL_total_leakage_power_nw=0.133
export IMPL_final_cells=77
export IMPL_ioPinCount=12
export IMPL_final_cell_mix="sky130_fd_sc_hd__clkdlybuf4s15_1 (4), sky130_fd_sc_hd__clkbuf_2 (3), sky130_fd_sc_hd__dlygate4sd2_1 (3), sky130_fd_sc_hd__buf_4 (3)"
export IMPL_timing_hold_violations_final=0
export IMPL_initial_core_util_pct=3.37
export IMPL_synthDominantAreaCellType="sky130_fd_sc_hd__a32o_1"
export IMPL_achievable_frequency_mhz=551
export IMPL_groute_usage_overall_pct=2.01
export IMPL_summed_instance_area_of_the_synthesized_netlist_um2=115
export IMPL_drv_slew=0
export IMPL_routedWlPerCell_um=7.97
export IMPL_gp_congestion=0.774
export IMPL_die_area_um2=6400
export IMPL_dp_final_hpwl_um=508
export IMPL_p_per_area_nw_per_um2=96.9
export IMPL_antenna_found_initial=0
export IMPL_drv_max_cap_violation_count=0
export IMPL_seq_area_frac_synth_pct=0
export IMPL_required_time_at_the_endpoint_of_the_critical_path_ns=1.52
export IMPL_synth_cell_types=12
export IMPL_finish_utilization_pct=8.94
export IMPL_timing_critical_path_depth=5
export IMPL_critical_path_max_stage_delay_ns=0.27
export IMPL_data_arrival_critical_path_ns=1.43
export IMPL_fin_crit_ns=1.81
export IMPL_pin_count_of_the_biggest_net_entering_global_routing=6
export IMPL_layout_area_comb_um2=124
export IMPL_floorplan_rows=21
export IMPL_openroad_warnings=32
export IMPL_grt_first_pass_wirelength_mm=1.01
export IMPL_yosysTopAreaCellShare_pct=17.4
export IMPL_design_seq_count=0
export IMPL_synthToLayoutAreaGrowth_pct=165
export IMPL_total_congestion_overflow=0
export IMPL_timing_max_slew_rel_slack_pct=84.7
export IMPL_post_synth_cell_area_avg_um2=7.19
export IMPL_worst_path_buf_inv=2
export IMPL_cpLargestDelayFamily="AND-OR/OR-AND gates"
export IMPL_yosysWarnings=1
export IMPL_kind_of_critical_path="in2out"
export IMPL_first_global_vias=210
export IMPL_worst_path_max_delay_cell="sky130_fd_sc_hd__a211o_1"
export IMPL_sum_of_internal_switching_and_leakage_power_mw=0.0296
export IMPL_vias_per_cell=2.35
export IMPL_drive_gt1_share_pct=35.5
export IMPL_vias=181
export IMPL_die_height_um=80
export IMPL_syn_inst=16
export IMPL_crit_path_cell_trace="clkdlybuf4s15_1 -> and4bb_2 -> a32o_1 -> a211o_1 -> buf_2"
export IMPL_peakVddDrop_mv=0.0106
export IMPL_num_clock_buffers=0
export IMPL_post_route_period_util_pct=95.5
export IMPL_crit_path_end_kind="primary output"
export IMPL_die_x_um=80
export IMPL_maximum_fanout_along_the_worst_path=3
export IMPL_core_area_um2=3420
export IMPL_holdCritPathClass="in2out"
export IMPL_top_cell_excl_fill_tap="sky130_fd_sc_hd__clkdlybuf4s15_1"
export IMPL_crit_path_start="ascii_code[3]"
export IMPL_drt_initial_drc_count=3
export IMPL_routed_wl_um=614
export IMPL_yosys_stat_area_um2=115
export IMPL_unrepaired_setup_endpoints_after_global_routing="no"
export IMPL_route_antenna_remaining_nets=0
export IMPL_tns_ns=0
export IMPL_timing_critical_path_to="code[2]"
export IMPL_synth_top_cells_by_area="sky130_fd_sc_hd__a32o_1 (17%), sky130_fd_sc_hd__and3_1 (11%), sky130_fd_sc_hd__and4bb_1 (11%), sky130_fd_sc_hd__and4bb_2 (11%), sky130_fd_sc_hd__nor2b_1 (11%)"
export IMPL_sequential_cell_area_um2=0
export IMPL_portBuffers=12
export IMPL_max_slew_worst_pin_slew_ns=0.227
export IMPL_place_inst=76
export IMPL_setup_violations=0
export IMPL_diodes=0
export IMPL_yosysCellCount=16
export IMPL_num_fill_cells=408
export IMPL_drc=0
export IMPL_drt_pass1_iterations=4
export IMPL_detailedPlace_worstSlack_ns=-0.519
[cell families (layout without fill, tap and decap cells)]
family                 count (synthesis)  after routing  share of synthesized area (%)
buffers and inverters                  1             16                           3.26
AOI/OAI and AO/OA                      4              4                           29.3
and+or+nand+nor                       11             11                           67.4
[synthesized netlist by cell type]
library cell and n:
sky130_fd_sc_hd__and3_1 2, sky130_fd_sc_hd__o21ai_0 1, sky130_fd_sc_hd__inv_1 1, sky130_fd_sc_hd__and2b_1 1
sky130_fd_sc_hd__a211o_1 1, sky130_fd_sc_hd__nand2_1 2, sky130_fd_sc_hd__and4bb_2 1, sky130_fd_sc_hd__nor2b_1 2
sky130_fd_sc_hd__a32o_1 2, sky130_fd_sc_hd__and2_1 1, sky130_fd_sc_hd__and4bb_1 1, sky130_fd_sc_hd__nor4_1 1
[worst min path at each step]
stage	startpoint	end	slack, ns	cells past startpoint
5_1_grt	ascii_code[2]	code[3]	1.28	4
4_1_cts	ascii_code[2]	code[3]	1.40	4
6_report	ascii_code[2]	code[3]	1.21	4
[stage by stage]
step | hold slack [ns] | area (µm²)
after floorplan | 0.829 | 115
after global placement | 1.77 | 308
after detailed placement | 1.80 | 308
after CTS | 1.40 | 315
after global routing | 1.28 | 305
final | 1.21 | 305
[power breakdown]
part	total [mW]	internal, mW	leakage [nW]	switching (mW)
combinational	0.0296	0.0178	0.133	0.0118
sequential	0	0	0	0
clock	0	0	0	0
total	0.0296	0.0178	0.133	0.0118
[cell type report]
class	instances	share of cell area [%]
well taps	46	18.9
repair buffers	15	39.3
inverters	1	1.23
multi-input cells	15	40.6
[layer usage]
metal / GRT usage [%] / share of wire (%)
met5: 0 / 0
met1: 2.64 / 45
met3: 0.909 / 13
met2: 3.13 / 42
met4: 0 / 0
[timing repair]
| item | in CTS | in global routing |
|---|---|---|
| pin swaps | 3 | 2 |
| endpoints found under the setup margin | 4 | 2 |
| hold buffers | 0 | 0 |
| buffers inserted | 2 | 0 |
| gates resized | 22 | 7 |
Power and IR drop assume default switching activity.
